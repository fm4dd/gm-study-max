### /design/flow/design.v
module count(
  input clk,
  input rst,
  input  [15:0] stswi,
  output [15:0] stled,
  output [7:0] sthex0,
  output [7:0] sthex1,
  output [7:0] sthex2,
  output [7:0] sthex3,
  output [7:0] sthex4,
  output [7:0] sthex5
);
parameter pulsebreak = 23'd4999999;  
assign stled[7:0] = count;
assign stled[15:8] = stswi[15:8];
reg clk_1hz;
reg [7:0] count;
reg [24:0] pulse;
wire [4:0] data_0;
wire [4:0] data_1;
wire [4:0] data_2;
wire [4:0] data_3;
wire [4:0] data_4;
wire [4:0] data_5;
hexdigit h0 (data_0, clk_1hz, sthex0);
hexdigit h1 (data_1, clk_1hz, sthex1);
hexdigit h2 (data_2, clk_1hz, sthex2);
hexdigit h3 (data_3, clk_1hz, sthex3);
hexdigit h4 (data_4, clk_1hz, sthex4);
hexdigit h5 (data_5, clk_1hz, sthex5);
reg [11:0] bcd;
bin2bcd dec (count, bcd);
assign data_0 = stswi[0] ?count[3:0] :20;  
assign data_1 = stswi[1] ?count[7:4] :20;  
assign data_2 = stswi[2] ? 17        :20;  
assign data_3 = stswi[3] ?bcd[3:0]   :20;  
assign data_4 = stswi[4] ?bcd[7:4]   :20;  
assign data_5 = stswi[5] ?bcd[11:8]  :20;  
always @(posedge clk_1hz or negedge rst)
begin
  if (!rst) count = 0;
  else count <= count + 1;
end
always @(posedge clk or negedge rst)
begin
  if (!rst) begin
    clk_1hz = 1'b1;
    pulse = 0;
  end
  else begin
    pulse <= pulse + 1;
    if(pulse == pulsebreak) begin
      pulse <= 0;
      clk_1hz <= ~clk_1hz;
    end
  end
end
endmodule
module bin2bcd(
  input [7:0] bin,
  output [11:0] bcd
);
reg [11:0] bcd; 
reg [3:0] i;   
always @(bin) begin
  bcd = 0;                       
  for (i = 0; i < 8; i = i+1)    
  begin
    bcd = {bcd[10:0],bin[7-i]};  
    if(i < 7 && bcd[3:0] > 4) bcd[3:0] = bcd[3:0] + 3;
    if(i < 7 && bcd[7:4] > 4) bcd[7:4] = bcd[7:4] + 3;
    if(i < 7 && bcd[11:8] > 4) bcd[11:8] = bcd[11:8] + 3;  
  end
end     
endmodule
module hexdigit(
  input wire [4:0] in,
  input wire dp,
  output reg [7:0] out
  );
always @* begin
  out = 8'b11111111;
  case(in)
    4'h0: begin  
      out[7] = 1'b1;
      out[6] = 1'b0;
      out[5] = 1'b0;
      out[4] = 1'b0;
      out[3] = 1'b0;
      out[2] = 1'b0;
      out[1] = 1'b0;
      out[0] = ~dp;
    end
    4'h1: begin  
      out[7] = 1'b1;
      out[6] = 1'b1;
      out[5] = 1'b1;
      out[4] = 1'b1;
      out[3] = 1'b0;
      out[2] = 1'b0;
      out[1] = 1'b1;
      out[0] = ~dp;
    end
    4'h2: begin  
      out[7] = 1'b0;
      out[6] = 1'b1;
      out[5] = 1'b0;
      out[4] = 1'b0;
      out[3] = 1'b1;
      out[2] = 1'b0;
      out[1] = 1'b0;
      out[0] = ~dp;
    end
    4'h3: begin  
      out[7] = 1'b0;
      out[6] = 1'b1;
      out[5] = 1'b1;
      out[4] = 1'b0;
      out[3] = 1'b0;
      out[2] = 1'b0;
      out[1] = 1'b0;
      out[0] = ~dp;
    end
     4'h4: begin  
      out[7] = 1'b0;
      out[6] = 1'b0;
      out[5] = 1'b1;
      out[4] = 1'b1;
      out[3] = 1'b0;
      out[2] = 1'b0;
      out[1] = 1'b1;
      out[0] = ~dp;
    end
    4'h5: begin  
      out[7] = 1'b0;
      out[6] = 1'b0;
      out[5] = 1'b1;
      out[4] = 1'b0;
      out[3] = 1'b0;
      out[2] = 1'b1;
      out[1] = 1'b0;
      out[0] = ~dp;
    end
    4'h6: begin  
      out[7] = 1'b0;
      out[6] = 1'b0;
      out[5] = 1'b0;
      out[4] = 1'b0;
      out[3] = 1'b0;
      out[2] = 1'b1;
      out[1] = 1'b0;
      out[0] =  ~dp;
    end
    4'h7: begin  
      out[7] = 1'b1;
      out[6] = 1'b1;
      out[5] = 1'b1;
      out[4] = 1'b1;
      out[3] = 1'b0;
      out[2] = 1'b0;
      out[1] = 1'b0;
      out[0] =  ~dp;
    end
    4'h8: begin  
      out[7] = 1'b0;
      out[6] = 1'b0;
      out[5] = 1'b0;
      out[4] = 1'b0;
      out[3] = 1'b0;
      out[2] = 1'b0;
      out[1] = 1'b0;
      out[0] =  ~dp;
    end
    4'h9: begin  
      out[7] = 1'b0;
      out[6] = 1'b0;
      out[5] = 1'b1;
      out[4] = 1'b0;
      out[3] = 1'b0;
      out[2] = 1'b0;
      out[1] = 1'b0;
      out[0] =  ~dp;
    end
    4'ha: begin  
      out[7] = 1'b0;
      out[6] = 1'b0;
      out[5] = 1'b0;
      out[4] = 1'b1;
      out[3] = 1'b0;
      out[2] = 1'b0;
      out[1] = 1'b0;
      out[0] =  ~dp;
    end
    4'hb: begin  
      out[7] = 1'b0;
      out[6] = 1'b0;
      out[5] = 1'b0;
      out[4] = 1'b0;
      out[3] = 1'b0;
      out[2] = 1'b1;
      out[1] = 1'b1;
      out[0] =  ~dp;
    end
    4'hc: begin  
      out[7] = 1'b1;
      out[6] = 1'b0;
      out[5] = 1'b0;
      out[4] = 1'b0;
      out[3] = 1'b1;
      out[2] = 1'b1;
      out[1] = 1'b0;
      out[0] =  ~dp;
    end
    4'hd: begin  
      out[7] = 1'b0;
      out[6] = 1'b1;
      out[5] = 1'b0;
      out[4] = 1'b0;
      out[3] = 1'b0;
      out[2] = 1'b0;
      out[1] = 1'b1;
      out[0] =  ~dp;
    end
    4'he: begin  
      out[7] = 1'b0;
      out[6] = 1'b0;
      out[5] = 1'b0;
      out[4] = 1'b0;
      out[3] = 1'b1;
      out[2] = 1'b1;
      out[1] = 1'b0;
      out[0] =  ~dp;
    end
    4'hf: begin  
      out[7] = 1'b0;
      out[6] = 1'b0;
      out[5] = 1'b0;
      out[4] = 1'b1;
      out[3] = 1'b1;
      out[2] = 1'b1;
      out[1] = 1'b0;
      out[0] =  ~dp;
    end
    5'b10000: out = 8'b00000000;  
    5'b10001: out = 8'b01111111;  
    5'b10010: out = 8'b11101111;  
    5'b10011: out = 8'b00100101;  
    default: out = 8'b11111111;
  endcase
end
endmodule
module half_subtract(
  input wire A,
  input wire B,
  output wire Bout,
  output wire D
);
  xor(D, A, B);
  and(Bout, ~A, B);
endmodule
module full_subtract(
  input wire A,
  input wire B,
  input wire Bin,
  output wire Bout,
  output wire D
);
  wire B_hs1, D_hs1, B_hs2;
  half_subtract hs1(A, B, B_hs1, D_hs1);
  half_subtract hs2(D_hs1, Bin, B_hs2, D);
  or(Bout, B_hs1, B_hs2);
endmodule
module rb_subtract8(
  input wire [7:0] A,
  input wire [7:0] B,
  input wire Bin,
  output wire Bout,
  output wire [7:0] D
);
  wire B_fs1, B_fs2, B_fs3, B_fs4, B_fs5, B_fs6, B_fs7;
  full_subtract fs1(A[0], B[0], Bin,   B_fs1, D[0]);
  full_subtract fs2(A[1], B[1], B_fs1, B_fs2, D[1]);
  full_subtract fs3(A[2], B[2], B_fs2, B_fs3, D[2]);
  full_subtract fs4(A[3], B[3], B_fs3, B_fs4, D[3]);
  full_subtract fs5(A[4], B[4], B_fs4, B_fs5, D[4]);
  full_subtract fs6(A[5], B[5], B_fs5, B_fs6, D[5]);
  full_subtract fs7(A[6], B[6], B_fs6, B_fs7, D[6]);
  full_subtract fs8(A[7], B[7], B_fs7, Bout,  D[7]);
endmodule
module subtract3(
  input wire [15:0] stswi,
  output wire [15:0] stled,
  output wire [7:0] sthex0,
  output wire [7:0] sthex1,
  output wire [7:0] sthex3,
  output wire [7:0] sthex4,
  output wire [7:0] sthex5
);
  wire Bin, Bout;
  wire [7:0] D;
  wire [4:0] digit_0;
  wire [4:0] digit_1;
  wire [4:0] digit_2;
  wire [4:0] digit_3;
  wire [4:0] digit_4;
  wire [4:0] digit_5;
  assign stled[15:0] = stswi[15:0];
  assign Bin = 1'b0;
  rb_subtract8 rbs8(stswi[15:8], stswi[7:0], Bin, Bout, D);
  reg [11:0] bcd;
  bin2bcd dec (D, bcd);
  hexdigit h0 (digit_0, 1'b0, sthex0);
  hexdigit h1 (digit_1, 1'b0, sthex1);
  hexdigit h3 (digit_3, 1'b0, sthex3);
  hexdigit h4 (digit_4, 1'b0, sthex4);
  hexdigit h5 (digit_5, 1'b0, sthex5);
  assign digit_0 = D[3:0];
  assign digit_1 = D[7:4];
  assign digit_3 = bcd[3:0];   
  assign digit_4 = bcd[7:4];   
  assign digit_5 = bcd[11:8];  
endmodule
### /design/flow/run.sh
#!/bin/bash
# OpenROAD 26Q1-2900-gdf79404cd8, Yosys 0.63+post, stock flow scripts
make -C /OpenROAD-flow-scripts/flow DESIGN_CONFIG=/design/flow/config.mk WORK_HOME=/design/flow/orfs finish
### /design/flow/config.mk
export PLATFORM = sky130hd
export DESIGN_NAME = subtract3
export DESIGN_NICKNAME = subtract3
export VERILOG_FILES = /design/flow/design.v
export SDC_FILE = /design/flow/constraint.sdc
export NUM_CORES = 4
export LEC_CHECK = 1
export CORE_AREA = 10 10 91 91
export DIE_AREA = 0 0 101 101
### /design/flow/constraint.sdc
current_design subtract3

set clk_period 11.5
set clk_io_pct 0.2

create_clock -name clk0 -period $clk_period

set non_clock_inputs [all_inputs -no_clocks]
set_input_delay [expr $clk_period * $clk_io_pct] -clock clk0 $non_clock_inputs
set_output_delay [expr $clk_period * $clk_io_pct] -clock clk0 [all_outputs]
==> impl_metrics.csv <==
group,metric,value,unit
logic_synthesis,largest_area_cell,"buf_4",
placed_design,post_dp_cell_area,3841,um2
logic_synthesis,yosys.stat.seqShare,0,
global_routing,overflow,0,
final_layout,final_util,0.7163,
timing,hold_violations,0,
floorplanning,die_w,101,um
job,cap_violations,0,
worst_setup_path,critical_path_buf_inv_count,12,
timing,rsz0062_at_grt,"yes",
drt,wl_met3,641,um
run_status,failed_checks,"setup timing",
global_routing,antenna_found_initial,0,
logic_synthesis,ys_cells,362,
drt,top_layer,"met4",
drt,wl_met2,3805,um
drt,drc,0,
run_status,status,"finished, violations left",
floorplanning,die_y,101,um
logic_synthesis,topCellsByArea,"buf_4 7.4%, ha_1 6.4%, fa_1 4.7%",
floorplanning,design.core.area,6350,um2
drt,antenna_cells,0,
final_layout,clock_buffers,0,
worst_setup_path,arrival,9290,ps
final_layout,stdcell_area,4548,um2
final_layout,drive_above_1_share,0.4607,
timing,slew_violations,0,
drt,wl,8547,um
logic_synthesis,syn_area,2540,um2
final_layout,seq_cells,0,
placed_design,port_buffers,66,
final_layout,synthToLayoutAreaGrowth,79.06,%
clock_tree,cts_hold_buf,0,
worst_setup_path,crit_fanout,4,
timing,fin_crit,11590,ps
job,tool_warnings,39,
placed_design,dp_hpwl,5978,um
worst_hold_path,hp-class,"in2out",
worst_setup_path,criticalPathCategory,"in2out",
floorplanning,chipArea,10200,um2
drt,avgRoutedWirePerCell,14.29,um
global_routing,grt_max_degree,22,
worst_setup_path,cp-start-kind,"input port",
floorplanning,num_rows,29,
global_routing,grt_pass1_wl,13760,um
timing,fin_crit_sh,1.008,
logic_synthesis,synth.top_cell.area_share,0.07389,
worst_setup_path,end_kind,"output pin",
drt,wl_met1,3992,um
logic_synthesis,yosys_warnings,2,
global_routing,track_usage,0.1539,
worst_setup_path,critical-path-top-delay-family,"adder cells",
worst_setup_path,slowest_stage,"fa_2",
drt,drtAntennaViolNets,0,
final_layout,regArea,0,um2
floorplanning,fp_util,0.4000,
floorplanning,io_pins,72,
drt,dr.pass1.iters,4,
timing,layout_setup_ws,-88.28,ps
logic_synthesis,syn_area_per_cell,7.016,um2
drt,num_vias,3247,
timing,tightest_slew,489.0,ps
worst_setup_path,max_stage_delay,550,ps
global_routing,grt_pass1_vias,3073,
placed_design,gp_congestion,0.8794,
timing,timing.slew.headroom,0.6705,
timing,setup_viol,3,
logic_synthesis,synth.distinct_cells,88,
logic_synthesis,ys_chip_area,2540,um2
drt,detail_route.vias_per_cell,5.430,
worst_setup_path,path_common_cell,"fa_2",
worst_setup_path,required,9200,ps
logic_synthesis,synth_cells,362,
timing,max_freq,0.08629,GHz
drt,drt_iter0_markers,126,
-- layout make-up --
type	instances	area (um2)
multi-input combinational	294	2634
fill	454	1802
timing repair buffer	196	1692
inverter	31	126.4
tap	77	96.34
-- layout by cell type (no fill, tap or decap), types with 4 or more instances in the layout --
cell and instances:
inv_4 4, nor3_1 13, nand4_1 4, ha_4 8
o31ai_1 4, buf_4 118, nand2b_1 5, buf_6 13
dlymetal6s2s_1 11, o21a_1 4, a211oi_2 4, a21o_1 4
clkdlybuf4s50_1 45, o32ai_1 4, nand2_1 24, and2_1 4
a31oi_1 6, nor2b_1 4, dlygate4sd2_1 4, inv_1 18
nand3_1 7, o211ai_1 4, inv_2 7, o21ai_2 4
a211o_1 5, or4_4 4, nor2_1 18, a21oi_1 18
o21ai_1 8, xnor2_1 6, conb_1 6, o22ai_1 7
fa_2 6, ha_2 4, o21ai_0 15, a21oi_2 5
-- synth_stat cells, types with 8 or more instances --
cell type	instances
o21ai_0	23
nor3_1	16
xnor2_1	8
buf_4	25
nand3_1	11
clkbuf_1	15
a21oi_1	22
nand2_1	25
inv_1	26
o22ai_1	9
nor2_1	21
ha_1	13
-- kinds of logic (layout without fill, tap and decap cells) --
family | Yosys count | in the layout | share of synthesized area
mux | 6 | 6 | 0.02414
compound gates | 132 | 133 | 0.3985
other cells | 2 | 6 | 0.002957
xor+xnor | 13 | 13 | 0.06601
simple gates | 116 | 116 | 0.2438
buf+inv | 73 | 227 | 0.1493
fa+ha+maj | 20 | 20 | 0.1153
-- routing by layer --
metal / vias to the layer above / track usage
met5: - / 0
met4: 0 / 0.01072
met2: 87 / 0.2536
li1: 1633 / -
met1: 1514 / 0.2024
met3: 13 / 0.04643
-- stage by stage --
step	setup TNS (ps)	setup slack [ps]	instances	hold slack [ps]
3_3_place_gp	-13910	-955.6	555	5438
5_1_grt	-1623	-329.9	598	5119
2_1_floorplan	-4.188	-4.188	366	4666
3_5_place_dp	-14330	-961.5	555	5437
6_report	-178.4	-88.28	598	5101
4_1_cts	-120.8	-66.76	578	5112
-- final timing paths --
kind	start	end	slack, ps	cells past startpoint
max	stswi[8]	sthex4[4]	-90	38
min	stswi[8]	stled[8]	5100	2
-- timing repair --
action / CTS / global route
pin swaps: 18 / 22
setup endpoints to repair: 19 / 19
gates cloned: 1 / 0
resized: 81 / 49
buffers inserted: 22 / 20
