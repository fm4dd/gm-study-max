$ cat flow/config.mk
export PLATFORM = sky130hd
export DESIGN_NAME = count
export DESIGN_NICKNAME = count
export VERILOG_FILES = /design/flow/design.v
export SDC_FILE = /design/flow/constraint.sdc
export NUM_CORES = 4
export LEC_CHECK = 1
export CORE_UTILIZATION = 30
$ cat flow/constraint.sdc
current_design count

set clk_period 4.3
set clk_io_pct 0.2

create_clock -name clk0 -period $clk_period [get_ports {clk}]

set non_clock_inputs [all_inputs -no_clocks]
set_input_delay [expr $clk_period * $clk_io_pct] -clock clk0 $non_clock_inputs
set_output_delay [expr $clk_period * $clk_io_pct] -clock clk0 [all_outputs]
$ cat flow/design.v
module count(
  input clk,
  input rst,
  input  [15:0] stswi,
  output [15:0] stled,
  output [7:0] sthex0,
  output [7:0] sthex1,
  output [7:0] sthex2,
  output [7:0] sthex3,
  output [7:0] sthex4,
  output [7:0] sthex5
);
parameter pulsebreak = 23'd4999999;  
assign stled[7:0] = count;
assign stled[15:8] = stswi[15:8];
reg clk_1hz;
reg [7:0] count;
reg [24:0] pulse;
wire [4:0] data_0;
wire [4:0] data_1;
wire [4:0] data_2;
wire [4:0] data_3;
wire [4:0] data_4;
wire [4:0] data_5;
hexdigit h0 (data_0, clk_1hz, sthex0);
hexdigit h1 (data_1, clk_1hz, sthex1);
hexdigit h2 (data_2, clk_1hz, sthex2);
hexdigit h3 (data_3, clk_1hz, sthex3);
hexdigit h4 (data_4, clk_1hz, sthex4);
hexdigit h5 (data_5, clk_1hz, sthex5);
reg [11:0] bcd;
bin2bcd dec (count, bcd);
assign data_0 = stswi[0] ?count[3:0] :20;  
assign data_1 = stswi[1] ?count[7:4] :20;  
assign data_2 = stswi[2] ? 17        :20;  
assign data_3 = stswi[3] ?bcd[3:0]   :20;  
assign data_4 = stswi[4] ?bcd[7:4]   :20;  
assign data_5 = stswi[5] ?bcd[11:8]  :20;  
always @(posedge clk_1hz or negedge rst)
begin
  if (!rst) count = 0;
  else count <= count + 1;
end
always @(posedge clk or negedge rst)
begin
  if (!rst) begin
    clk_1hz = 1'b1;
    pulse = 0;
  end
  else begin
    pulse <= pulse + 1;
    if(pulse == pulsebreak) begin
      pulse <= 0;
      clk_1hz <= ~clk_1hz;
    end
  end
end
endmodule
module bin2bcd(
  input [7:0] bin,
  output [11:0] bcd
);
reg [11:0] bcd; 
reg [3:0] i;   
always @(bin) begin
  bcd = 0;                       
  for (i = 0; i < 8; i = i+1)    
  begin
    bcd = {bcd[10:0],bin[7-i]};  
    if(i < 7 && bcd[3:0] > 4) bcd[3:0] = bcd[3:0] + 3;
    if(i < 7 && bcd[7:4] > 4) bcd[7:4] = bcd[7:4] + 3;
    if(i < 7 && bcd[11:8] > 4) bcd[11:8] = bcd[11:8] + 3;  
  end
end     
endmodule
module hexdigit(
  input wire [4:0] in,
  input wire dp,
  output reg [7:0] out
  );
always @* begin
  out = 8'b11111111;
  case(in)
    4'h0: begin  
      out[7] = 1'b1;
      out[6] = 1'b0;
      out[5] = 1'b0;
      out[4] = 1'b0;
      out[3] = 1'b0;
      out[2] = 1'b0;
      out[1] = 1'b0;
      out[0] = ~dp;
    end
    4'h1: begin  
      out[7] = 1'b1;
      out[6] = 1'b1;
      out[5] = 1'b1;
      out[4] = 1'b1;
      out[3] = 1'b0;
      out[2] = 1'b0;
      out[1] = 1'b1;
      out[0] = ~dp;
    end
    4'h2: begin  
      out[7] = 1'b0;
      out[6] = 1'b1;
      out[5] = 1'b0;
      out[4] = 1'b0;
      out[3] = 1'b1;
      out[2] = 1'b0;
      out[1] = 1'b0;
      out[0] = ~dp;
    end
    4'h3: begin  
      out[7] = 1'b0;
      out[6] = 1'b1;
      out[5] = 1'b1;
      out[4] = 1'b0;
      out[3] = 1'b0;
      out[2] = 1'b0;
      out[1] = 1'b0;
      out[0] = ~dp;
    end
     4'h4: begin  
      out[7] = 1'b0;
      out[6] = 1'b0;
      out[5] = 1'b1;
      out[4] = 1'b1;
      out[3] = 1'b0;
      out[2] = 1'b0;
      out[1] = 1'b1;
      out[0] = ~dp;
    end
    4'h5: begin  
      out[7] = 1'b0;
      out[6] = 1'b0;
      out[5] = 1'b1;
      out[4] = 1'b0;
      out[3] = 1'b0;
      out[2] = 1'b1;
      out[1] = 1'b0;
      out[0] = ~dp;
    end
    4'h6: begin  
      out[7] = 1'b0;
      out[6] = 1'b0;
      out[5] = 1'b0;
      out[4] = 1'b0;
      out[3] = 1'b0;
      out[2] = 1'b1;
      out[1] = 1'b0;
      out[0] =  ~dp;
    end
    4'h7: begin  
      out[7] = 1'b1;
      out[6] = 1'b1;
      out[5] = 1'b1;
      out[4] = 1'b1;
      out[3] = 1'b0;
      out[2] = 1'b0;
      out[1] = 1'b0;
      out[0] =  ~dp;
    end
    4'h8: begin  
      out[7] = 1'b0;
      out[6] = 1'b0;
      out[5] = 1'b0;
      out[4] = 1'b0;
      out[3] = 1'b0;
      out[2] = 1'b0;
      out[1] = 1'b0;
      out[0] =  ~dp;
    end
    4'h9: begin  
      out[7] = 1'b0;
      out[6] = 1'b0;
      out[5] = 1'b1;
      out[4] = 1'b0;
      out[3] = 1'b0;
      out[2] = 1'b0;
      out[1] = 1'b0;
      out[0] =  ~dp;
    end
    4'ha: begin  
      out[7] = 1'b0;
      out[6] = 1'b0;
      out[5] = 1'b0;
      out[4] = 1'b1;
      out[3] = 1'b0;
      out[2] = 1'b0;
      out[1] = 1'b0;
      out[0] =  ~dp;
    end
    4'hb: begin  
      out[7] = 1'b0;
      out[6] = 1'b0;
      out[5] = 1'b0;
      out[4] = 1'b0;
      out[3] = 1'b0;
      out[2] = 1'b1;
      out[1] = 1'b1;
      out[0] =  ~dp;
    end
    4'hc: begin  
      out[7] = 1'b1;
      out[6] = 1'b0;
      out[5] = 1'b0;
      out[4] = 1'b0;
      out[3] = 1'b1;
      out[2] = 1'b1;
      out[1] = 1'b0;
      out[0] =  ~dp;
    end
    4'hd: begin  
      out[7] = 1'b0;
      out[6] = 1'b1;
      out[5] = 1'b0;
      out[4] = 1'b0;
      out[3] = 1'b0;
      out[2] = 1'b0;
      out[1] = 1'b1;
      out[0] =  ~dp;
    end
    4'he: begin  
      out[7] = 1'b0;
      out[6] = 1'b0;
      out[5] = 1'b0;
      out[4] = 1'b0;
      out[3] = 1'b1;
      out[2] = 1'b1;
      out[1] = 1'b0;
      out[0] =  ~dp;
    end
    4'hf: begin  
      out[7] = 1'b0;
      out[6] = 1'b0;
      out[5] = 1'b0;
      out[4] = 1'b1;
      out[3] = 1'b1;
      out[2] = 1'b1;
      out[1] = 1'b0;
      out[0] =  ~dp;
    end
    5'b10000: out = 8'b00000000;  
    5'b10001: out = 8'b01111111;  
    5'b10010: out = 8'b11101111;  
    5'b10011: out = 8'b00100101;  
    default: out = 8'b11111111;
  endcase
end
endmodule
$ cat flow/run.sh
#!/bin/bash
# OpenROAD 26Q1-2900-gdf79404cd8, Yosys 0.63+post, stock flow scripts
make -C /OpenROAD-flow-scripts/flow DESIGN_CONFIG=/design/flow/config.mk WORK_HOME=/design/flow/orfs finish
==> reports/qor.tcl <==
set qor(run_status) {finished, final reports clean}
set qor(cts_tree) {yes}
set qor(timing.setup.critical_path_class) {input pin to primary output}
set qor(dp_hpwl_mm) 5.61
set qor(worstPathCellList) {clkdlybuf4s50_1 -> or3b_2 -> clkdlybuf4s50_1}
set qor(drt_pre_antenna_iters) 4
set qor(synth.top_cells.by_area) {sky130_fd_sc_hd__dfrtp_1 (24%), sky130_fd_sc_hd__xnor2_1 (6.7%), sky130_fd_sc_hd__ha_1 (5.2%), sky130_fd_sc_hd__nand2_1 (4.9%), sky130_fd_sc_hd__nor2_1 (4.8%)}
set qor(endpoint_kind) {primary output}
set qor(combinational_cell_fraction_of_total_power_pct) 9.1
set qor(critical-path-slowest-cell) {sky130_fd_sc_hd__clkdlybuf4s50_1}
set qor(ctsResizeCount) 0
set qor(grtUsageTotal_pct) 13.2
set qor(floorplan.initialDensity_pct) 31.1
set qor(pwr_density_cell_nw_per_um2) 137
set qor(post_drt_wl_per_cell_um) 12.4
set qor(cts_setup_buffers) 0
set qor(worstMarginPinSlew_ps) 885
set qor(critPathRequiredTime_ps) 3440
set qor(die_x_um) 108
set qor(synthDominantAreaCellType) {sky130_fd_sc_hd__dfrtp_1}
set qor(postPlaceCellArea_um2) 3970
set qor(postSynthAreaPerCell_um2) 7.92
set qor(grt_start_max_net_pins) 35
set qor(r2r_setup_slack_ps) 2210
set qor(timing.reg2reg.worst_path_depth) 8
set qor(maxSlewViolCount) 0
set qor(initial_antenna_violation_count) 0
set qor(synthDominantCellAreaShare_pct) 24.3
set qor(synth.yosys.warnings) 3
set qor(layout_top_cells) {sky130_fd_sc_hd__clkdlybuf4s50_1 (56), sky130_fd_sc_hd__nand2_1 (44), sky130_fd_sc_hd__nor2_1 (43)}
set qor(finalInstanceArea_um2) 4080
set qor(ios) 82
set qor(ys.flop_type) {sky130_fd_sc_hd__dfrtp_1}
set qor(cts_made_buffers) 3
set qor(clk_path_buf_depth) 2
set qor(unclocked_pins) 8
set qor(area_of_the_mapped_netlist_um2) 3400
set qor(worst_path_dominant_cell_family) {buffers and inverters}
set qor(number_of_global_route_vias_before_repair) 2771
set qor(fp-row-count) 38
set qor(netlist-cell-type-count) 76
set qor(crit_path_max_incr_delay_ps) 610
set qor(route.vias.total) 3101
set qor(layout_setup_ws_ps) 1090
set qor(critical_path.startpoint_type) {input pin}
set qor(first_pass_grt_wire_length_mm) 12.8
set qor(netSwitchingFraction_pct) 17.1
set qor(clk_root_buffer_cell) {sky130_fd_sc_hd__clkbuf_16}
set qor(power_frac_clock_pct) 47.1
set qor(synthToLayoutAreaGrowth_pct) 20.1
set qor(asyncSetResetFlopFracSynth_pct) 100
set qor(critical_path_cell_count) 3
set qor(layout-drive-gt1-share_pct) 7.16
set qor(vias_per_cell) 5.16
set qor(peakVddDrop_mv) 0.239
set qor(openroad_warnings) 36
set qor(grt.overflow.total) 0
set qor(clock_tree.htree_level_count) 1
set qor(dp_cells) 597
set qor(rsz0062_at_grt) {no}
set qor(leakagePower_nw) 1.62
set qor(worst-endpoint-arrival_ps) 2350
set qor(flop_pwr_share_pct) 43.8
set qor(clkSlewWorstSetupHoldPaths_ps) 70
set qor(dr_iter_0_viols) 203
set qor(clock.fmax_mhz) 312
set qor(synth-edff-count) 0
set qor(yosys_stat_cell_total) 429
set qor(post-route-drc-count) 0
set qor(diodes) 0
set qor(timing.hold.worst.class) {flip-flop to flip-flop}
set qor(die-area_um2) 11700
set qor(switching_power_uw) 95.3
set qor(critical_path.max_fanout) 8
set qor(finalWorstPathRequiredPeriod_ps) 3210
set qor(gp_routability_congestion) 0.834
set qor(syn-instance-count) 429
set qor(n_fill_cell) 1114
set qor(ant_nets) 0
set qor(instances_no_fill) 601
set qor(port-buffer-count) 56
set qor(timing.slew.headroom_pct) 39.3
set qor(worst-path-buf-inv) 2
set qor(ys.flops) 34
set qor(yosysSeqAreaShare_pct) 25.1
set qor(layout_top_cell_excl_fill_tap) {sky130_fd_sc_hd__clkdlybuf4s50_1}
set qor(worst_path_most_repeated_cell) {sky130_fd_sc_hd__clkdlybuf4s50_1}
set qor(number_of_maximum_capacitance_violations) 0
set qor(setup_total_neg_slack_ps) 0
set qor(final-hold-violation-count) 0
set qor(synth.yosys.chip_area_um2) 3400
set qor(layout.core_utilization_pct) 37.3
set qor(setup_viol) 0
set qor(wl_mm) 7.44
set qor(p_int_uw) 463
set qor(clk-insertion-delay-late_ps) 260
set qor(fp.coreArea_um2) 10900
set qor(unconstrained_endpoints) 16
set qor(timing.clock.skew_ps) 6.70
set qor(pre_cts_slack_ps) 1080
set qor(holdBufCountCts) 0
set qor(die_y_um) 108
set qor(timing.final.crit_share_pct) 74.6
set qor(holdPathStages) 1
[final cells by class]
cell class	instances	area, um2	area share, %
clock buffers	3	75.1	1.84
multi-input cells	342	2280	55.9
flip-flops and latches	34	852	20.9
well taps	140	175	4.30
inverters	22	82.6	2.03
clock inverters	1	30.0	0.736
repair buffers	59	583	14.3
[sequential cells by signal (all words and copies together) (netlist names)]
register and count:
clk_1hz 1, pulse 25, count 8
[logic make-up after synthesis]
logic type,Yosys count,share of synthesized area [%]
other,1,0.110
muxes,8,2.65
buffers and inverters,59,8.44
xor gates and xnor gates,43,12.1
and+or+nand+nor,180,26.2
DFF,34,25.1
AOI/OAI and AO/OA,89,19.9
adders and majority gates,15,5.49
[path summary, 6_finish.rpt]
path	start	to
setup / recovery	stswi[1]	sthex1[3]
hold reg to reg	pulse[0]$_DFF_PN0_	pulse[0]$_DFF_PN0_
max in group asynchronous	rst	clk_1hz$_DFFE_PN1N_
setup reg to reg	pulse[0]$_DFF_PN0_	pulse[22]$_DFF_PN0_
min in group asynchronous	rst	pulse[20]$_DFF_PN0_
hold / removal	pulse[0]$_DFF_PN0_	pulse[0]$_DFF_PN0_
[stage by stage]
step / hold WS, ps / power [mW]
floorplan: 442 / 0.266
global placement: 470 / 0.301
global route: 513 / 0.578
CTS: 487 / 0.563
finish: 481 / 0.558
detailed placement: 477 / 0.301
[power by group through the flow]
stage | registers, mW | logic (mW) | clock network, mW
after CTS | 0.244 | 0.0522 | 0.266
after global routing | 0.244 | 0.0570 | 0.277
final | 0.245 | 0.0506 | 0.263
[synthesized netlist by cell type, types with 6 or more instances]
| cell | count |
|---|---|
| sky130_fd_sc_hd__ha_1 | 14 |
| sky130_fd_sc_hd__o21ai_0 | 16 |
| sky130_fd_sc_hd__xnor2_1 | 26 |
| sky130_fd_sc_hd__nand4_1 | 18 |
| sky130_fd_sc_hd__a21oi_1 | 13 |
| sky130_fd_sc_hd__and3_1 | 6 |
| sky130_fd_sc_hd__xor2_1 | 14 |
| sky130_fd_sc_hd__dfrtp_1 | 33 |
| sky130_fd_sc_hd__nand2_1 | 44 |
| sky130_fd_sc_hd__inv_1 | 17 |
| sky130_fd_sc_hd__buf_4 | 16 |
| sky130_fd_sc_hd__a31oi_1 | 6 |
| sky130_fd_sc_hd__o221ai_1 | 6 |
| sky130_fd_sc_hd__nand3_1 | 25 |
| sky130_fd_sc_hd__nor2_1 | 43 |
| sky130_fd_sc_hd__clkbuf_1 | 14 |
| sky130_fd_sc_hd__nor3_1 | 11 |
[routing by layer]
metal	vias up	GRT usage [%]	share of wire, %
met1	1439	20.1	49
met3	2	0.920	4.6
met2	80	21.7	46
met5	-	0	0
met4	0	0.772	0.36
li1	1580	-	-
Power figures rest on the tool's default switching activity, not on a simulated workload.
